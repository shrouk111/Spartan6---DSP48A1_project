$ cat /design/flow/design.v
module DSP #(
    parameter A0REG = 0, A1REG = 1,
    parameter B0REG = 0, B1REG = 1,
    parameter CREG = 1, DREG = 1, 
    parameter MREG = 1, PREG = 1, 
    parameter CARRYINREG = 1, CARRYOUTREG = 1,
    parameter OPMODEREG = 1, 
    parameter CARRYINSEL = "OPMODE5", 
    parameter B_INPUT = "DIRECT",
    parameter RSTTYPE = "SYNC"
)(
    input [17:0] A, B, D, BCIN,
    input [47:0] C, PCIN,
    input [7:0] OPMODE,
    input CARRYIN, clk, CEA, CEB, CEC, CED,
    input CECARRYIN, CEOPMODE, CEM, CEP,
    input RSTA, RSTB, RSTC, RSTD,
    input RSTCARRYIN, RSTOPMODE, RSTM, RSTP,
    output reg [17:0] BCOUT,
    output reg [35:0] M,
    output reg [47:0] P, PCOUT,
    output reg CARRYOUT, CARRYOUTF
);
reg [17:0] B0REG_IN, PRE_OUT, MUX2_OUT;
reg [47:0] MULTIP_OUT, MUX_X, MUX_Z, result;
reg CARRY_MUX_OUT, cout;
reg [48:0] POST_OUT;
wire [17:0] A0, B0, D0, B1, A1;
wire [47:0] C0, M0, P0;
wire CIN;
wire [7:0] OPMODE_reg;
always @(*) begin
    B0REG_IN = (B_INPUT == "DIRECT") ? B : BCIN;
end
always @(*) begin
    CARRY_MUX_OUT = (CARRYINSEL == "OPMODE5") ? OPMODE_reg[5] : CARRYIN;
end
reg_mux #(.size(18), .type(RSTTYPE), .sel(A0REG)) RM1 (A, clk, RSTA, CEA, A0);
reg_mux #(.size(18), .type(RSTTYPE), .sel(B0REG)) RM2 (B0REG_IN, clk, RSTB, CEB, B0);
reg_mux #(.size(48), .type(RSTTYPE), .sel(CREG)) RM3 (C, clk, RSTC, CEC, C0);
reg_mux #(.size(18), .type(RSTTYPE), .sel(DREG)) RM4 (D, clk, RSTD, CED, D0);
reg_mux #(.size(8), .type(RSTTYPE), .sel(PREG)) RM5 (OPMODE, clk, RSTOPMODE, CEOPMODE, OPMODE_reg);
reg_mux #(.size(18), .type(RSTTYPE), .sel(A1REG)) RM6 (A0, clk, RSTA, CEA, A1);
reg_mux #(.size(18), .type(RSTTYPE), .sel(B1REG)) RM7 (MUX2_OUT, clk, RSTB, CEB, B1);
reg_mux #(.size(48), .type(RSTTYPE), .sel(MREG)) RM8 (MULTIP_OUT, clk, RSTM, CEM, M0);
reg_mux #(.size(1), .type(RSTTYPE), .sel(CARRYINREG)) RM9 (CARRY_MUX_OUT, clk, RSTCARRYIN, CECARRYIN, CIN);
reg_mux #(.size(1), .type(RSTTYPE), .sel(CARRYOUTREG)) RM10 (cout, clk, RSTCARRYIN, CECARRYIN, CYO);
reg_mux #(.size(48), .type(RSTTYPE), .sel(PREG)) RM11 (result, clk, RSTP, CEP, P0);
always @(*) begin
    case (OPMODE_reg[1:0])
        2'b00: MUX_X = 0;
        2'b01: MUX_X = M0;
        2'b10: MUX_X = PCOUT;
        2'b11: MUX_X = {D0[11:0], A1, B1};
    endcase
    case (OPMODE_reg[3:2])
        2'b00: MUX_Z = 0;
        2'b01: MUX_Z = PCIN;
        2'b10: MUX_Z = P;
        2'b11: MUX_Z = C0;
    endcase
end
always @(*) begin
    PRE_OUT = (OPMODE_reg[6]) ? (D0 - B0) : (D0 + B0);
    MUX2_OUT = (OPMODE_reg[4]) ? PRE_OUT : B0;
    POST_OUT = (OPMODE_reg[7]) ? (MUX_Z - (MUX_X + CIN)) : (MUX_Z + (MUX_X + CIN));
    result = POST_OUT[47:0];
    cout = POST_OUT[48];
    BCOUT = B1;
    MULTIP_OUT = A1 * B1;
    M = M0[35:0];
    P = P0;
    PCOUT = P0;
    CARRYOUT = cout;
    CARRYOUTF = cout;
end
endmodule
module reg_mux (data_in,clk,rst,enable,data_out);
    parameter size = 1;
    parameter type = "sync";
    parameter sel = 1;
    input  [size-1:0] data_in;
    input  clk,rst,enable;
    output reg [size-1:0] data_out;
reg [size-1:0] register;
always @(*) begin
    if (sel == 1) 
        data_out = register;
    else 
        data_out = data_in;
end
generate 
    if (type == "SYNC") begin
        always @(posedge clk) begin
            if (rst) 
                register <= 0;
            else if (enable) 
                register <= data_in;
        end
    end 
    else begin
        always @(posedge clk or negedge rst) begin
            if (rst) 
                register <= 0;
            else if (enable) 
                register <= data_in;
        end
    end
endgenerate
endmodule
$ cat /design/flow/run.sh
#!/bin/bash
# OpenROAD 26Q1-2900-gdf79404cd8, Yosys 0.63+post, stock flow scripts
make -C /OpenROAD-flow-scripts/flow DESIGN_CONFIG=/design/flow/config.mk WORK_HOME=/design/flow/orfs finish
$ cat /design/flow/config.mk
export PLATFORM = sky130hd
export DESIGN_NAME = DSP
export DESIGN_NICKNAME = DSP
export VERILOG_FILES = /design/flow/design.v
export SDC_FILE = /design/flow/constraint.sdc
export NUM_CORES = 4
export LEC_CHECK = 1
export CORE_UTILIZATION = 30
$ cat /design/flow/constraint.sdc
current_design DSP

set clk_period 49.7
set clk_io_pct 0.2

create_clock -name clk0 -period $clk_period [get_ports {clk}]

set non_clock_inputs [all_inputs -no_clocks]
set_input_delay [expr $clk_period * $clk_io_pct] -clock clk0 $non_clock_inputs
set_output_delay [expr $clk_period * $clk_io_pct] -clock clk0 [all_outputs]
==> metrics.yaml <==
synth_chip_area_sq_um: 26000
worst-path-buf-inv: 3
crit_fanout: 5
setup_viol: 0
clock_path_buffers: 2
cts_resized: 0
clock-root-buffer: "clkbuf_16"
synthCells: 3088
clk_latency_ps: 520
cts_tree: "yes"
power_frac_seq: 0.256
grt_antenna_before_repair: 3
grt_overflow: 0
powerDensity_nw_per_um2: 29.1
cpMostUsedCell: "a21oi_1"
path_cells: "clkdlybuf4s50_1 > mux2_2 > a22oi_1 > ha_1 > fa_1 > nand2b_1 > a21oi_1 > o21ai_0 > a211oi_1 > o211ai_1 > a21oi_1 > a221oi_1 > buf_4 > a21oi_1 > a21oi_1 > o21bai_1 > a21oi_1 > xnor2_1 > clkdlybuf4s50_1"
clkTransAtPathRegs_ps: 90
rows: 107
edf_count: 0
first_global_vias: 20681
maxSlewViolCount: 0
finalClockPeriodUsage: 0.493
finalPower_mw: 0.893
combPwrFrac: 0.573
min_period_ps: 24490
async_flop_share: 0
crit_slowest_cell: "clkdlybuf4s50_1"
placed_cells: 4387
yosys_warnings: 7
post_cts_buffers: 0
ant_nets: 0
crit_path_max_incr_delay_ps: 550
drive_above_1_share: 0.0675
cp.arrival_ps: 14550
die-height_um: 296
max-slew-margin-rel: 0.474
cp.required_ps: 39760
viasPerCell: 4.93
ys.flops: 195
drt_pre_antenna_iters: 5
numCtsBuffers: 17
rsz0062_at_grt: "false"
synth-seq-area-share: 0.150
status: "complete, no violations"
grt_pass1_wl_mm: 124
fin_util: 0.358
hpwl_mm: 65.0
total_leakage_power_nw: 13.6
hold_buffers: 0
ys_types: 90
fmax_mhz: 40.8
vdd_drop_max_uv: 30.0
fin_cells: 4422
io_pins: 346
place_congestion: 0.957
rrSetupSlack_ps: 41860
fp_util: 0.304
cp_top_family: "AND-OR/OR-AND gates"
clkPwrFrac: 0.171
tool_warnings: 44
syn2layout_area_growth_pct: 17.8
core_sq_um: 85500
stdcell_area_sq_um: 30600
setup_tns_ps: 0
fill_cells: 8715
wire_per_inst_um: 18.6
crit_path_end_kind: "output port"
max_cap_violations: 0
power.switching_mw: 0.392
synth.avg_cell_area_sq_um: 8.42
placed_area_sq_um: 30000
htreeDepth: 4
grt_max_degree: 62
drcViolationCount: 0
switching_share: 0.439
worstSetupStartpointType: "input port"
crit_type: "in -> out"
die_w_um: 296
cts.sinks: 195
grt_use_total: 0.193
netlist_area_sq_um: 26000
finalHoldViolCount: 0
drtIter0Drc: 1309
power.internal_mw: 0.501
worstMarginPinSlew_ps: 786
skew_ps: 17.1
chipArea_sq_um: 87900
ys.flop_type: "dfxtp_1"
yosys_cells: 3088
port_buffers: 326
hold_class: "reg -> reg"
vias: 21822
routed_wl_mm: 82.4
layer usage:
metal / up-vias / GRT usage / wire length, um
li1: 10562 / - / -
met1: 10435 / 0.268 / 35200
met2: 732 / 0.288 / 36800
met3: 91 / 0.0769 / 8560
met4: 2 / 0.0371 / 1870
met5: - / 0.00166 / 14
per-stage QoR:
step                hold WS, ps  setup WS, ps
floorplan                   442         26810
global placement            468         25290
detailed placement          479         25340
CTS                         491         25300
global route                526         24920
finish                      490         25210
worst paths after layout:
| path | cells past startpoint | end | from |
|---|---|---|---|
| worst max-delay path | 19 | CARRYOUTF | PCIN[0] |
| worst max register to register | 24 | RM8.register[35] | RM7.register[6] |
| worst min-delay path | 2 | RM8.register[21] | RM8.register[21] |
| worst min register to register | 2 | RM8.register[21] | RM8.register[21] |
logic make-up after synthesis:
logic type      after synthesis  synth area share
compound gates              451             0.119
xor+xnor                    180            0.0606
fa+ha+maj                   437             0.285
buf+inv                     577            0.0929
flops                       195             0.150
mux                         270             0.108
simple gates                978             0.184
cell usage in the layout (no fill, tap or decap), types with 7 or more instances in the layout:
cell type | Yosys | routed
and3_1 | 13 | 13
nor3b_1 | 14 | 14
or3_1 | 12 | 12
mux2_2 | 82 | 82
nand2b_1 | 33 | 33
o21ai_0 | 58 | 58
and4_1 | 7 | 7
a22o_1 | 51 | 51
a21o_1 | 42 | 42
nand4_1 | 11 | 11
nor2_1 | 290 | 290
fa_1 | 258 | 258
nor4_1 | 15 | 15
buf_4 | 54 | 56
xor2_1 | 62 | 62
xnor2_1 | 118 | 118
a31oi_1 | 24 | 24
o211ai_1 | 13 | 13
nor2b_1 | 21 | 20
nor3_1 | 46 | 46
clkbuf_16 | 0 | 17
nand3_1 | 39 | 39
a211oi_1 | 32 | 32
a22oi_1 | 20 | 20
a21oi_1 | 121 | 121
clkdlybuf4s50_1 | 0 | 322
a41oi_1 | 7 | 7
and2_1 | 116 | 116
o21bai_1 | 12 | 12
inv_1 | 349 | 349
o21a_1 | 14 | 14
ha_1 | 179 | 179
nand2_1 | 311 | 311
mux2i_1 | 182 | 182
dfxtp_1 | 195 | 190
registers in the layout, indices dropped and copies added, names as in the netlist:
register / count
RM11.register: 48
RM3.register: 48
RM4.register: 18
RM5.register: 8
RM6.register: 18
RM7.register: 18
RM8.register: 36
RM9.register: 1
worst min-delay path, stage by stage (launching register included):
cell	delay (ps)
dfxtp_1	330
nand2b_1	70
a21oi_1	50
cell type report:
type / count / area, sq um / share of cell area
well taps: 1144 / 1430 / 0.0467
flip-flops and latches: 195 / 3910 / 0.128
clock buffers: 18 / 439 / 0.0143
repair buffers: 382 / 3660 / 0.120
multi-input cells: 2316 / 19700 / 0.643
diodes: 3 / 7.51 / 0.000245
inverters: 350 / 1310 / 0.0429
clock inverters: 14 / 180 / 0.00588
synth_stat cells (12+ instances only):
library cell,count,share of area
mux2i_1,182,0.070
o21ai_0,58,0.011
fa_1,258,0.20
a31oi_1,24,0.0058
dfxtp_1,195,0.15
nand3_1,39,0.0075
a22o_1,51,0.017
o21bai_1,12,0.0035
buf_4,54,0.016
xor2_1,62,0.021
a22oi_1,20,0.0058
ha_1,179,0.086
nor3_1,46,0.0088
nand2b_1,33,0.0079
o211ai_1,13,0.0038
buf_1,26,0.0038
and2_1,116,0.028
mux2_2,82,0.035
nand2_1,311,0.045
a21oi_1,121,0.023
o21a_1,14,0.0040
a21o_1,42,0.012
a211oi_1,32,0.0092
inv_1,349,0.050
and3_1,13,0.0031
nor2b_1,21,0.0050
nor3b_1,14,0.0040
xnor2_1,118,0.040
nor4_1,15,0.0036
or3_1,12,0.0029
clkbuf_1,133,0.019
nor2_1,290,0.042
power by group through the flow:
stage	combinational [mW]	clock (mW)	sequential, mW
CTS	0.513	0.157	0.230
global route	0.571	0.162	0.232
finish	0.512	0.153	0.228
Power figures rest on the tool's default switching activity, not on a simulated workload.
